==> flow/design.v <==
module RAM256x64(address, clock, in, ramWrite, out);
    input [7:0] address;
    input clock;
    input [63:0] in;
    input ramWrite;
    output reg [63:0] out;
    reg [63:0] mem [0:255];
    always @(posedge clock) begin
        if(ramWrite) begin
            mem[address] <= in;
        end
    end
    always @(negedge clock) begin
        out <= mem[address];
    end
endmodule
==> flow/run.sh <==
#!/bin/bash
# OpenROAD 26Q1-2900-gdf79404cd8, Yosys 0.63+post, stock flow scripts
make -C /OpenROAD-flow-scripts/flow DESIGN_CONFIG=/design/flow/config.mk WORK_HOME=/design/flow/orfs finish
==> flow/config.mk <==
export PLATFORM = sky130hd
export DESIGN_NAME = RAM256x64
export DESIGN_NICKNAME = RAM256x64
export VERILOG_FILES = /design/flow/design.v
export SDC_FILE = /design/flow/constraint.sdc
export NUM_CORES = 4
export LEC_CHECK = 1
export CORE_UTILIZATION = 30
export SYNTH_MEMORY_MAX_BITS = 65536
==> flow/constraint.sdc <==
current_design RAM256x64

set clk_period 86.0
set clk_io_pct 0.2

create_clock -name clk0 -period $clk_period [get_ports {clock}]

set non_clock_inputs [all_inputs -no_clocks]
set_input_delay [expr $clk_period * $clk_io_pct] -clock clk0 $non_clock_inputs
set_output_delay [expr $clk_period * $clk_io_pct] -clock clk0 [all_outputs]
==> results.py <==
# Synthesis and PnR figures
metrics = {
    "worst_setup_path": {
        "critPathTopFamily": "buffers and inverters",
        "rr_worst_depth": 6,
        "cpMostUsedCell": "buf_4",
        "crit_type": "input pin to flop",
        "critPathRequiredTime_ps": 44160,
        "worstSetupPathDepth": 16,
        "path_max_fanout": 71,
        "slowest_delay_ps": 910,
        "slowest_stage": "o41ai_1",
        "critical_path_buf_inv_count": 11,
        "start_kind": "input pin",
        "cp.arrival_ps": 25430,
        "worstPathCellList": "buf_16, buf_4, buf_4, buf_4, buf_4, buf_4, buf_4, buf_4, buf_4, mux4_2, a22oi_1, a21oi_1, buf_4, o41ai_1, buf_4, nand4_1",
        "worstSetupEndpointType": "flop",
    },
    "final_timing": {
        "clock_skew_ps": 120,
        "finalHoldViolCount": 0,
        "relSlewSlack_pct": -4.53,
        "rsz0062_at_grt": "false",
        "finalSetupViolCount": 0,
        "fin_tns_setup_ps": 0,
        "worst_pin_slew_ps": 1550,
        "drv_slew": 2,
    },
    "synth": {
        "synthFlopType": "edfxtp_1",
        "syn_area_per_cell_sq_um": 23.9,
        "synth-seq-cells": 16448,
        "netlist_area_sq_um": 617000,
        "ys_cells": 25810,
        "yosys_area_sq_um": 617000,
        "synth_cells": 25810,
        "top_cells_by_count": "edfxtp_1, mux4_2, a22oi_1",
        "synth_cell_type_count": 23,
        "synth_top_area_share_pct": 79.8,
        "ys_warn_count": 1,
        "synth-edff-count": 16384,
        "top_cells_by_area": "edfxtp_1, mux4_2, a22oi_1",
        "postSynthSeqShare_pct": 80.0,
        "synthArstFlopShare_pct": 0,
        "yosys.cell_count.top_type": "edfxtp_1",
        "largest_area_cell": "edfxtp_1",
    },
    "cells_and_area": {
        "drive_above_1_share_pct": 29.8,
        "syn2layout_area_growth_pct": 15.8,
        "stdcell_area_sq_um": 714000,
        "fillerInstances": 183831,
    },
    "clocking": {
        "clock_path_buffers": 5,
        "cts-root-buf": "clkbuf_16",
        "clk_pin_slew_worst_paths_ps": 60,
        "cts_setup_buffers": 0,
        "htreeDepth": 7,
        "cts_tree": "yes",
        "clk_latency_ps": 1440,
        "cts-resized-gates": 0,
        "cts_buffers": 1467,
        "hold_buffers": 0,
        "clock_sinks": 16448,
    },
    "flow_run": {
        "warning_count": 90,
        "cap_violations": 2,
    },
    "run_status": {
        "outcome": "complete, but fails checks",
        "violations": "capacitance limit, slew limit",
    },
    "detailed_routing": {
        "via_count": 296259,
        "finalWirelength_mm": 1920,
        "ant_nets": 0,
        "drcViolationCount": 0,
        "routed_via_density": 5.22,
        "firstDrtPassIters": 8,
        "wl_per_cell_microns": 33.8,
        "drt_iter0_markers": 21043,
    },
    "global_routing": {
        "gr-total-overflow": 0,
        "grt_pass1_vias": 333011,
        "grt_antenna_before_repair": 145,
        "grt_pass1_wl_mm": 2630,
        "grt_max_degree": 100,
        "track_usage_pct": 19.9,
    },
    "floorplanning": {
        "fp-row-count": 526,
        "chipArea_sq_um": 2060000,
        "die_w_mm": 1.44,
        "fp_util_pct": 30.1,
        "die_y_mm": 1.44,
        "design.core.area_sq_um": 2050000,
        "io_pins": 138,
    },
    "place": {
        "io_buffers": 137,
        "placed_cell_area_sq_um": 666000,
        "dp_hpwl_mm": 1170,
        "finalWeightedCongestion": 0.870,
    },
    "pwr": {
        "ir_drop_mv": 0.0252,
        "power-per-cell-area_nw_per_um2": 22.7,
        "p_total_mw": 16.2,
        "p_leak_nw": 215,
    },
    "min_path": {
        "hp-class": "input pin to flop",
        "hold_depth": 1,
    },
}
## worst reg2reg max path: stages (launching register included)
cell and delay [ps]:
edfxtp_1 380, mux4_2 490, a22oi_1 470, a21oi_1 340
o41ai_2 1280, buf_4 310, nand4_1 100
## layer usage
metal  vias to the layer above  global-route usage (%)  wire [microns]
met3                      3502                    23.3          491000
li1                     117530                       -               -
met5                         -                    7.68           17900
met1                    147774                    16.7          493000
met4                       290                    6.78           86900
met2                     27163                    27.3          828000
## cell type report
type / instances / area [sq um] / area share (%)
tap: 27192 / 34000 / 4.76
clock buffer: 1818 / 38600 / 5.41
sequential: 16448 / 493000 / 69.1
antenna: 519 / 1300 / 0.182
clock inverter: 926 / 8480 / 1.19
timing repair buffer: 2050 / 16800 / 2.36
inverter: 1 / 3.75 / 0.000526
multi-input combinational: 7810 / 122000 / 17.0
## cell families after synthesis
kind of cell / share of synthesized area (%)
AND/OR/NAND/NOR: 0.277
buffers and inverters: 1.07
AND-OR/OR-AND: 3.69
multiplexers: 15.0
flip-flops: 80.0
## per-stage QoR
step           worst slack (ps)  hold slack [ps]  instances  util (%)
4_1_cts                   18690            16060      56244      34.8
2_1_floorplan             23660            17300      25810         -
6_report                  18730            16130      56764      34.8
5_1_grt                   18060            16100      56604      34.8
3_5_place_dp              17280            17600      53501      32.5
3_3_place_gp              16950            17600      53475      32.4
## sequential cells by signal, indices dropped and copies added, names as in the netlist
| name | count |
|---|---|
| mem | 16384 |
| out | 64 |
## power by group
group | total, mW | switching [mW] | internal [mW]
clock network | 6.50 | 2.93 | 3.57
registers | 8.85 | 0.0200 | 8.83
logic | 0.821 | 0.555 | 0.266
total | 16.2 | 3.50 | 12.7
## worst paths after layout
check,endpoint,start,slack (ps)
worst max-delay path,out[37],address[0],18730
worst min-delay path,mem[186][50],in[50],16130
worst min register to register,out[29],mem[227][29],44100
worst max register to register,out[25],mem[219][25],39370
## cells in the final DEF (no fill, tap or decap), types with 5 or more instances in the layout
master / n
dfxtp_2: 9
o41ai_2: 139
nand2_2: 14
a21oi_1: 1023
o41ai_1: 20
inv_6: 28
buf_4: 1842
edfxtp_1: 16384
nand4_1: 64
mux4_2: 4096
buf_6: 8
clkdlybuf4s50_1: 71
clkbuf_16: 1494
clkinv_1: 301
buf_8: 79
a22oi_1: 2048
clkinv_2: 262
nor2_4: 228
clkinv_4: 13
clkinvlp_2: 8
inv_16: 23
nand3_1: 5
clkinv_8: 33
nand2_1: 13
clkbuf_1: 320
nand3_2: 8
diode_2: 519
o41ai_4: 97
buf_12: 47
bufinv_16: 120
inv_1: 69
nor3_2: 30
clkinv_16: 10
dfxtp_1: 55
clkinvlp_4: 51
Power is estimated from default activity; no workload was simulated.
