### /design/flow/run.sh
#!/bin/bash
# OpenROAD 26Q1-2900-gdf79404cd8, Yosys 0.63+post, stock flow scripts
make -C /OpenROAD-flow-scripts/flow DESIGN_CONFIG=/design/flow/config.mk WORK_HOME=/design/flow/orfs finish
### /design/flow/config.mk
export PLATFORM = sky130hd
export DESIGN_NAME = ALU
export DESIGN_NICKNAME = ALU
export VERILOG_FILES = /design/flow/design.v
export SDC_FILE = /design/flow/constraint.sdc
export NUM_CORES = 4
export LEC_CHECK = 1
export CORE_UTILIZATION = 40
### /design/flow/constraint.sdc
current_design ALU

set clk_period 26.1
set clk_io_pct 0.2

create_clock -name clk0 -period $clk_period

set non_clock_inputs [all_inputs -no_clocks]
set_input_delay [expr $clk_period * $clk_io_pct] -clock clk0 $non_clock_inputs
set_output_delay [expr $clk_period * $clk_io_pct] -clock clk0 [all_outputs]
### /design/flow/design.v
module ALU (inA, inB, FS, Cin, F, stat, Cout);
	input [63:0] inA, inB;	 
	reg [63:0] A, B;			 
	input [4:0] FS;
	input Cin;
	output reg [63:0] F;
	output reg[3:0] stat;	 
	output Cout; 
	wire [64:0] temp;
	always @(*) begin	 
		case (FS[0])		 
			1'b1: B = ~inB + 1'b1;
			default: B = inB;
		endcase
		case (FS[1])		 
			1'b1: A = ~inA + 1'b1;
			default: A = inA;
		endcase
	end
	always @(*) begin	
		case (FS[4:2])	
			3'b000: F = A & B; 		 
			3'b001: F = A | B;		 
			3'b010:	begin				 
				if(Cin) begin
					F = A + B + Cin;
				end
				else begin
					F = A + B;
				end
			end	
			3'b011: F = A ^ B; 		 
			3'b100: F = A >> 1; 		 
			3'b101: F = A << 1; 		 
			3'b110:  					 
				F = 64'b0000000000000000;
			3'b111: 						 
				F = 16'b1111111111111111;
			default: F = 16'b0000000000000000;
		endcase
	end
	assign temp = {1'b0, A} + {1'b0, B};
	assign Cout = temp[64];
	always @(*) begin	 
		if(F == 0) 
			stat[0] <= 1'b1;
		else
			stat[0] <= 1'b0;
		if (F < 0)
			stat[1] <= 1'b1;
		else
			stat[1] <= 1'b0;
		if(Cout!=0) 
			stat[2] <= 1'b1;
		else
			stat[2] <= 1'b0;
		if(Cout && F >= 0) 
			stat[3] <= 1'b1;
		else
			stat[3] <= 1'b0;
	end
endmodule 
==> run summary <==
Part of the cycle the worst path needs - 75.98%
Routed wire length - 72680 um
Top logic family - AND-OR/OR-AND gates
# Cells Yosys - 2201
Max Fclk - 0.05043 GHz
Mux frac, synth - 1.334%
Minimum hold slack - 11450 ps
Initial antenna violation count - 3
Slew headroom - 42.74%
Global Route Usage Sum - 40.21%
Sequential fraction of the synthesis area - 0%
Post-CTS setup buffer count - 0
Final min period - 19830 ps
Gates resized, CTS repair - 0
Class of the worst hold path - primary input to output pin
Slowest stage delay, CP - 720 ps
Cells after synthesis - 2201
Crit path max fanout - 13
Worst Max-Slew Pin Slew - 850.0 ps
Chip Width - 188.9 um
Initial Util - 40.55%
Yosys aoi share - 36.84%
Worst Hold Path EP - F[2]
Drt wl/cell - 26.19 um
Max Slew Vio Count - 0
Yosys stat area - 13970 um2
Startpoint of the worst hold path - FS[2]
Cell leakage power - 6.225 nW
Max cap viols - 0
Pwr dens - 40.95 nW/um2
Post-Syn Area per Cell - 6.348 um2
Largest net degree at the start of global routing - 76
I/O Pins - 203
Gpl congestion - 1.063
Mapped Area - 13970 um2
Status - complete, no violations
Final setup vio count - 0
Maximum vdd drop - 0.00002161 V
PortBufs - 202
CP Data Arrival Time - 14610 ps
DR pass1 iterations - 8
Largest delay share family, worst path - simple AND/OR/NAND/NOR gates
Unique cell types - 109
Vias in the first global route - 16.96k
Share of layout cells above drive strength 1 - 4.400%
DRT antenna net count - 0
Crit end category - output pin
Registers - 0
Rows - 68
Top cell by count, worst path - or3_1
Core area - 34460 um2
Hold Path Cell Cnt - 3
Fillers - 3590
Initial detailed-routing violation count - 1521
Net switching power - 0.4289 mW
Sw Ratio - 64.67%
AND/OR/NAND/NOR Cells, Area Fraction - 30.20%
Yosys adder share - 11.78%
OpenROAD warning count - 71
Crit path kind - primary input to output pin
CP Data Required Time - 20880 ps
Area grow syn2layout - 15.91%
Xor+xnor area frac - 11.76%
Final Hold Fails - 0
CP max-delay cell - o31ai_1
Routed via count - 18.04k
CP bufs+invs - 3
Die area - 35680 um2
Setup TNS - 0 ps
DR vias/cell - 6.500
Die extent in y - 188.9 um
Startpoint types - primary input
Register Area - 0 um2
First-pass GRT wire length - 105000 um
# clk buffers - 0
Hold buffers post-CTS - 0
RSZ-0062 raised after global routing - no
Total gr overflow - 0
Detailed-placement wirelength estimate - 61050 um
Warnings from Yosys - 1
DRC violations left - 0
Pint - 0.2343 mW
layout by cell type, fill, tap and decap left out, types with 18 or more instances in the layout:
master | netlist | layout
xor2_1 | 74 | 74
a21o_1 | 28 | 28
nor3_1 | 47 | 47
xnor2_1 | 108 | 108
buf_4 | 3 | 25
nor2_1 | 187 | 186
and3_1 | 18 | 18
a21oi_1 | 207 | 207
and4_1 | 18 | 18
clkdlybuf4s50_1 | 0 | 197
o21ai_1 | 23 | 23
o211ai_1 | 20 | 20
a211oi_1 | 40 | 40
a31oi_1 | 19 | 19
o31ai_1 | 33 | 33
nor4_1 | 38 | 38
inv_1 | 155 | 155
o21ai_0 | 174 | 174
ha_1 | 130 | 130
nand2b_1 | 25 | 25
o22ai_1 | 33 | 33
nand4_1 | 70 | 70
nand3_1 | 47 | 47
nand2_1 | 217 | 217
or3_1 | 38 | 38
or4_1 | 27 | 27
area by class of cell:
type / count / area (um2) / share of cell area, %
diodes: 2 / 5.005 / 0.03090
inverters: 158 / 593.1 / 3.662
multi-input cells: 1934 / 12850 / 79.33
well taps: 455 / 569.3 / 3.515
repair buffers: 226 / 2180 / 13.46
kinds of logic (layout without fill, tap and decap cells):
family | count (synthesis) | count (layout)
xor+xnor | 185 | 185
simple gates | 816 | 816
buf+inv | 267 | 384
mux | 18 | 18
compound gates | 783 | 783
other cells | 1 | 3
fa+ha+maj | 131 | 131
worst max path at each step:
| stage | to | depth (start not counted) | from | slack, ps |
|---|---|---|---|---|
| after CTS | stat[0] | 28 | inB[3] | 6370 |
| final | stat[0] | 28 | inB[3] | 6270 |
| after global routing | stat[0] | 28 | inB[3] | 5600 |
power groups by stage:
stage / Sequential [mW] / Combinational, mW / Clock, mW
CTS: 0 / 0.647 / 0
global route: 0 / 0.705 / 0
per-stage QoR:
| step | util, % | instances | total power, mW | cell area [um2] | worst slack, ps |
|---|---|---|---|---|---|
| CTS | 46.99 | 2773 | 0.6472 | 16190 | 6369 |
| detailed placement | 46.99 | 2773 | 0.6435 | 16190 | 6392 |
| global route | 46.99 | 2773 | 0.7049 | 16190 | 5602 |
| finish | 47.00 | 2775 | 0.6632 | 16200 | 6271 |
| global placement | 46.99 | 2773 | 0.6443 | 16190 | 6524 |
| floorplan | - | 2201 | 0.3965 | 13970 | 9076 |
per-layer routing:
metal  global-route usage [%]  part of all wire, %  up-vias
met2                    70.15                   48      897
met5                        0                    0        -
li1                         -                    -     8500
met3                    3.709                  5.8      304
met4                    35.86                   11        0
met1                    43.15                   36     8337
cells in the mapped netlist, types with 11 or more instances:
master / count / share of area, %
a211oi_1: 40 / 2.1
a21o_1: 28 / 1.5
a21oi_1: 207 / 7.4
a221oi_1: 14 / 0.88
a22oi_1: 11 / 0.59
a31oi_1: 19 / 0.85
and2_1: 15 / 0.67
and3_1: 18 / 0.81
and4_1: 18 / 1.1
buf_2: 19 / 0.68
clkbuf_1: 70 / 1.9
ha_1: 130 / 12
inv_1: 155 / 4.2
mux2i_1: 13 / 0.93
nand2_1: 217 / 5.8
nand2b_1: 25 / 1.1
nand3_1: 47 / 1.7
nand4_1: 70 / 3.1
nor2_1: 187 / 5.0
nor3_1: 47 / 1.7
nor4_1: 38 / 1.7
o211a_1: 11 / 0.79
o211ai_1: 20 / 1.1
o21a_1: 11 / 0.59
o21ai_0: 174 / 6.2
o21ai_1: 23 / 0.82
o221ai_1: 11 / 0.69
o22ai_1: 33 / 1.5
o31ai_1: 33 / 1.8
o41ai_1: 13 / 0.81
or2_2: 13 / 0.58
or3_1: 38 / 1.7
or4_1: 27 / 1.5
xnor2_1: 108 / 6.8
xor2_1: 74 / 4.6
No activity file was given, so power comes from the tool's default toggle rates.
