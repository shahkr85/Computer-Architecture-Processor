===== design/flow/config.mk =====
export PLATFORM = sky130hd
export DESIGN_NAME = ProgramCounter
export DESIGN_NICKNAME = ProgramCounter
export VERILOG_FILES = /design/flow/design.v
export SDC_FILE = /design/flow/constraint.sdc
export NUM_CORES = 4
export LEC_CHECK = 1
export CORE_UTILIZATION = 30

===== design/flow/run.sh =====
#!/bin/bash
# OpenROAD 26Q1-2900-gdf79404cd8, Yosys 0.63+post, stock flow scripts
make -C /OpenROAD-flow-scripts/flow DESIGN_CONFIG=/design/flow/config.mk WORK_HOME=/design/flow/orfs finish

===== design/flow/constraint.sdc =====
current_design ProgramCounter

set clk_period 31.0
set clk_io_pct 0.2

create_clock -name clk0 -period $clk_period [get_ports {clock}]

set non_clock_inputs [all_inputs -no_clocks]
set_input_delay [expr $clk_period * $clk_io_pct] -clock clk0 $non_clock_inputs
set_output_delay [expr $clk_period * $clk_io_pct] -clock clk0 [all_outputs]

===== design/flow/design.v =====
module ProgramCounter (clock, reset, pc_in, ps, pc_out, PC4);
	input clock;
	input reset;
	input [63:0] pc_in;
	input [1:0] ps;
	output reg [63:0] pc_out = 0;
	output reg [63:0] PC4;
	always @(posedge clock) 
        begin
        if (reset==1)
            pc_out<=64'b0;
        else
			case (ps) 
				2'b00: pc_out <= pc_out;
				2'b01: pc_out <= pc_out + 64'b1;
				2'b10: pc_out <= pc_in;
				2'b11: pc_out <= pc_out + pc_in;
			endcase
        PC4 <= pc_out;
	end
endmodule 

==> impl_metrics.json <==
{
  "status": "finished clean",
  "synth.cell_area_um2": 8590,
  "drtIter0Drc": 685,
  "synth-simple-area-share_pct": 20.3,
  "ir_worst_vdd_uv": 28.3,
  "synth.distinct_cells": 68,
  "grt_pass1_vias": 7723,
  "ctsResizeCount": 0,
  "routed_via_density": 5.29,
  "maxCapViolations": 0,
  "dr.pass1.iters": 5,
  "relSlewSlack_pct": 50.3,
  "vias": 8339,
  "hpwl_mm": 19.5,
  "finalHoldViolCount": 0,
  "ant_nets": 0,
  "hold_class": "flip-flop to flip-flop",
  "cts_hold_buf": 0,
  "yosys-stat-cells": 1049,
  "cts-root-buf": "clkbuf_16",
  "antenna_cells": 0,
  "synth.avg_cell_area_um2": 8.19,
  "power_switching_mw": 0.143,
  "fin_crit_ns": 10.50,
  "async_reset_ff_share_pct": 0,
  "initial_core_util_pct": 30.7,
  "path_class": "input pin to flip-flop",
  "setup_violations": 0,
  "warnings": 25,
  "io_pins": 196,
  "worstPathMaxFanout": 70,
  "clock_skew_ns": 0.00884,
  "arrival_ns": 10.80,
  "ys_seq_share_pct": 29.8,
  "cts.clk_slew.worst_paths_ns": 0.06,
  "required_ns": 31.31,
  "tns_ns": 0,
  "yosys_warnings": 1,
  "ys_ff": 128,
  "seqPwrFrac_pct": 36.4,
  "die_w_um": 171,
  "layout_top_cell": "clkdlybuf4s50_1",
  "fmax_mhz": 95.3,
  "p_leak_nw": 4.71,
  "yosys_most_used_dff": "dfxtp_1",
  "coreArea_um2": 28000,
  "cts.sink_count": 128,
  "synth.logic.top_family": "AND-OR/OR-AND gates",
  "clkPwrFrac_pct": 41.4,
  "edf_count": 0,
  "cts_setup_buffers": 0,
  "grt_overflow": 0,
  "p_total_mw": 0.521,
  "areaGrowthSynthToFinish_pct": 32.2,
  "grt_usage_pct": 18.2,
  "portBuffers": 195,
  "rsz0062_at_grt": "false",
  "numCtsBuffers": 17,
  "core.rowCount": 61,
  "xor_share_pct": 4.79,
  "syn-instance-count": 1049,
  "swShare_pct": 27.4,
  "drc": 0,
  "power_per_cell_area_nw_per_um2": 45.9,
  "clock_latency_ns": 0.43,
  "p_comb_share_pct": 22.2,
  "antenna_found_initial": 0,
  "totalWireLength_mm": 26.0,
  "end_kind": "flip-flop",
  "htree_levels": 4,
  "aoi_share_pct": 28.1,
  "cts_tree": "yes",
  "final_cell_mix": "192 x clkdlybuf4s50_1, 128 x dfxtp_1, 93 x a211oi_1",
  "mux_share_pct": 3.32,
  "grt_first_pass_wirelength_mm": 41.7,
  "fin_crit_sh_pct": 33.9,
  "wire_per_inst_um": 16.5,
  "slew_viol_final": 0,
  "dieHeight_um": 171,
  "gp_congestion": 0.894,
  "synthAdderAreaFrac_pct": 9.41,
  "tightest_slew_ns": 0.738,
  "yosysChipArea_um2": 8590,
  "clk_path_buf_depth": 2,
  "p_int_mw": 0.378,
  "grt_max_degree": 71,
  "num-fill-cells": 2783,
  "cp-start-kind": "input pin",
  "dieArea_um2": 29300,
  "drive_gt1_share_pct": 5.01
}
-- sequential cells by signal (all words and copies together) (netlist names) --
| name | cells |
|---|---|
| PC4 | 64 |
| pc_out | 64 |
-- logic make-up (layout without fill, tap and decap cells) --
group,after synthesis,after routing
compound gates,350,350
mux,28,28
flops,128,128
xor+xnor,47,47
buf+inv,95,244
fa+ha+maj,64,64
simple gates,337,337
-- path summary, 6_finish.rpt --
path	startpoint	end	slack [ns]	cells after the start
setup / recovery	ps[1]	pc_out[43]$_SDFFE_PP0P_	20.50	14
hold / removal	pc_out[13]$_SDFFE_PP0P_	PC4[13]$_DFF_P_	0.38	0
setup reg to reg	pc_out[0]$_SDFFE_PP0P_	pc_out[50]$_SDFFE_PP0P_	27.39	11
hold reg to reg	pc_out[13]$_SDFFE_PP0P_	PC4[13]$_DFF_P_	0.38	0
-- power groups by stage --
stage     Sequential (mW)  Combinational [mW]  Clock, mW
6_report            0.190               0.116      0.216
5_1_grt             0.192               0.128      0.228
4_1_cts             0.190               0.115      0.223
-- critical path, stage by stage --
cell and delay [ns]:
buf_4 0.40, buf_4 0.49, buf_4 0.63, and3_1 0.26, ha_1 0.31, a21oi_4 0.18
o221ai_1 0.12, a21oi_1 0.12, o21ai_1 0.14, a31oi_1 0.41, o21bai_1 0.19, a211oi_1 0.53
mux2_2 0.39, a2111oi_0 0.36
-- cell usage after synthesis, types with 20 or more instances --
cell type | count | area, um2
mux2i_1 | 24 | 240
nand3_1 | 20 | 100
xnor2_1 | 31 | 272
nor2_1 | 67 | 251
a21oi_1 | 76 | 380
a21o_1 | 50 | 375
and3_1 | 67 | 419
a211oi_1 | 93 | 698
dfxtp_1 | 128 | 2560
clkbuf_1 | 72 | 270
o21ai_0 | 41 | 205
nor2b_1 | 41 | 257
nand2_1 | 71 | 267
ha_1 | 63 | 788
nand4_1 | 22 | 138
-- per-stage QoR --
step                std cells  hold slack [ns]  utilization (%)  worst slack (ns)  cell area, um2
CTS                      1576            0.389             40.5             20.47           11400
floorplan                1049            0.350                -             21.20            8590
global route             1576            0.395             40.5             19.99           11400
detailed placement       1545            0.383             38.3             20.07           10700
finish                   1576            0.384             40.5             20.50           11400
global placement         1545            0.382             38.3             20.20           10700
-- per-layer routing --
layer	up-vias	share of wire [%]	GRT usage, %
met4	0	2.3	3.73
met5	-	0	0
li1	4189	-	-
met1	3863	49	27.7
met2	248	44	27.5
met3	39	5.2	2.60
-- final cells by class --
class | instances | area, um2 | area share (%)
Multi-Input combinational cell | 826 | 5670 | 49.9
Sequential cell | 128 | 2560 | 22.6
Timing Repair Buffer | 201 | 1990 | 17.5
Tap cell | 378 | 473 | 4.17
Clock buffer | 20 | 457 | 4.02
Clock inverter | 11 | 163 | 1.43
Inverter | 12 | 45.0 | 0.397
Power and IR drop assume default switching activity.
